### design/flow/design.v
module iCacheRegisters #(
  parameter offset_width = 2,  
  parameter line_width = 6,  
  localparam tag_width = 32 - offset_width - line_width - 2,  
  localparam cache_depth = 1 << line_width,
  localparam block_size = 1 << offset_width
) (
  input [31:0] address,
  output reg [31:0] instruction,
  output reg [tag_width-1: 0] tag,
  output reg tag_valid,
  input [line_width-1:0] write_line_index,
  input [32*block_size - 1:0] write_block,
  input [tag_width-1: 0] write_tag,
  input reset, write_in, clock, invalidate_all
);
  reg [31:0] cache [cache_depth-1:0][block_size-1:0];
  reg [tag_width-1:0] tags [cache_depth-1:0];
  reg validBits [cache_depth-1:0];
  always@(posedge clock) begin
    instruction <= cache[address[line_width+offset_width+2-1:offset_width+2]][address[offset_width+2-1:2]];
    tag <= tags[address[line_width+offset_width+2-1:offset_width+2]];
    tag_valid <= validBits[address[line_width+offset_width+2-1:offset_width+2]];
  end
  integer i, j;
  always @(posedge clock) begin
    if (reset || invalidate_all) begin
      for (i = 0; i < cache_depth; i=i+1) begin
        validBits[i] <= 1'b0;
      end
    end else if (write_in) begin
      for (j = 0; j < block_size; j=j+1) begin
        cache[write_line_index][j] <= write_block[32*j +: 32];
      end
      validBits[write_line_index] <= 1'b1;
      tags[write_line_index] <= write_tag;
    end
  end
endmodule
### design/flow/run.sh
#!/bin/bash
# OpenROAD 26Q1-2900-gdf79404cd8, Yosys 0.63+post, stock flow scripts
make -C /OpenROAD-flow-scripts/flow DESIGN_CONFIG=/design/flow/config.mk WORK_HOME=/design/flow/orfs finish
### design/flow/config.mk
export PLATFORM = sky130hd
export DESIGN_NAME = iCacheRegisters
export DESIGN_NICKNAME = iCacheRegisters
export VERILOG_FILES = /design/flow/design.v
export SDC_FILE = /design/flow/constraint.sdc
export NUM_CORES = 4
export LEC_CHECK = 1
export CORE_UTILIZATION = 40
export SYNTH_MEMORY_MAX_BITS = 65536
### design/flow/constraint.sdc
current_design iCacheRegisters

set clk_period 30.7
set clk_io_pct 0.2

create_clock -name clk0 -period $clk_period [get_ports {clock}]

set non_clock_inputs [all_inputs -no_clocks]
set_input_delay [expr $clk_period * $clk_io_pct] -clock clk0 $non_clock_inputs
set_output_delay [expr $clk_period * $clk_io_pct] -clock clk0 [all_outputs]
==> metrics.cfg <==
[synthesis]
async_reset_ff_frac=0
area_leaders=edfxtp_1 (78%), mux4_2 (11%), mux2i_1 (3.5%)
yosys_area_um2=370000
top_area_cell=edfxtp_1
ys_seq_share=0.785
yosysMostFrequentCell=edfxtp_1
syn-cell-area_um2=370000
yosys_cells=16800
top_area_frac=0.778
ys_ff=9719
edf_count=9600
netlist_instances=16800
yosys_warnings=1
ys.flop_type=edfxtp_1
synth_area_per_cell_um2=22.0
ys_types=74
synthTopCellsByCount=edfxtp_1 (9,600), mux4_2 (1,879), mux2i_1 (1,295)

[clock_tree]
clock_tree.root_cell=clkbuf_16
clockBufferDepth=5
cts_resized=0
htree_levels=6
clk_pin_slew_worst_paths_ns=0.06
clk_latency_ns=1.08
post_cts_buffers=0
cts_sinks=9719
ctsHoldBuffers=0
cts-buffers-inserted=967
cts_tree=built

[timing]
tns_ns=0
worstMarginPinSlew_ns=1.33
drv_slew=0
timing.final.crit_share=0.433
hold_ws_ns=0.448
slew_headroom=0.114
fin_ws_ns=17.40
finalHoldViolCount=0
clock.fmax_ghz=0.0752
setup_viol=0
rsz0062_at_grt=false
finClkSkew_ns=0.205
post-route-min-period_ns=13.30

[die]
fp_util=0.401
rows=353
ioPinCount=247
die_h_um=964
chipArea_um2=930000
coreArea_um2=924000
die-width_um=964

[power]
swShare=0.215
p_switching_uw=5900
leakagePower_uw=0.133
p_seq_frac=0.534
power_uw=27400
clkPwrFrac=0.418
p_int_uw=21500
p_per_area_nw_per_um2=65.2
p_comb_frac=0.048
worst_ir_drop_vdd_uv=60.7

[flow_run]
maxCapViolCount=0
warnings=51

[worst_setup_path]
critPathSlowestCell=buf_4
path_buffers=10
ff2ff_path_depth=7
cp_data_arrival_time_ns=14.28
critPathTopFamily=buffers and inverters
r2r-end=instruction[25]
rrSetupSlack_ns=27.57
reg2reg_from=cache[142][25]
end_kind=register
required_ns=31.69
max_stage_delay_ns=0.67
cpMostUsedCell=buf_4
setup.worst_path.class=input pin to register
crit_path_start_kind=input pin
cp_max_fo=73
path_cells=buf_16 -> buf_4 -> buf_4 -> buf_4 -> buf_4 -> buf_4 -> buf_4 -> buf_4 -> buf_12 -> buf_4 -> mux2i_1 -> o221ai_1 -> nor3_1 -> nor4_1 -> and4_1 -> nand4_1 -> nor3_1

[drt]
drc_errors=0
vias=181000
wirelength_mm=1050
dr.pass1.iters=6
ant_nets=0
wire_per_inst_um=33.9
drt_iter0_markers=11900
viasPerCell=5.80

[global_route]
grt_pass1_wl_mm=1480
grt.total_usage=0.250
antenna_found_initial=85
gr-total-overflow=0
grt_max_degree=99
grt_pass1_vias=198000

[place]
dpl.cell_count=29200
finalWeightedCongestion=0.873
pre_cts_slack_ns=16.33
numPortBuffers=222
hpwlAfterDp_mm=617

[worst_hold_path]
hp-start=validBits[18]
hold_path_class=register to register
hold_depth=1
min_to=validBits[18]

[outcome]
status=complete, no violations

[cells_and_area]
areaGrowthSynthToFinish_pct=13.6
stdcell_count=31100
drive_above_1_share=0.242

-- power by group through the flow --
stage,combinational [uW],sequential (uW),clock (uW)
global route,1400,14600,12100
CTS,1320,14600,11600
finish,1310,14600,11500
-- flip-flops by register name, summed over array words and instances (netlist names) --
name,cells
tag,22
tag_valid,1
tags,1408
cache,8192
validBits,64
instruction,32
-- cell usage in the layout (no fill, tap or decap), types with 119 or more instances in the layout --
cell and n:
o221ai_1 255, edfxtp_1 9600, o21ai_0 139, clkinv_1 225, clkbuf_16 974, clkbuf_1 209
buf_4 868, nor2_1 185, a22oi_1 284, nand2_1 177, o22ai_1 336, dfxtp_1 119
nor3_1 288, a21oi_1 226, buf_2 150, mux4_2 1879, a221oi_1 127, mux2i_1 1295
clkinv_2 213, diode_2 136
-- kinds of logic after synthesis --
family | count (synthesis) | synth area share
flip-flops | 9719 | 0.785
AND-OR/OR-AND | 1727 | 0.0335
AND/OR/NAND/NOR | 1176 | 0.0155
multiplexers | 3214 | 0.151
buffers and inverters | 997 | 0.0154
-- how the worst max path moves through the flow --
stage,end,slack [ns],from,cells after the start
after CTS,instruction[6],17.44,address[2],17
after global routing,instruction[6],16.75,address[2],17
final,instruction[6],17.40,address[2],17
-- final cells by class --
cell class                      instances  area (um^2)
Sequential cell                      9719       291000
Inverter                                4         35.0
Timing Repair Buffer                 1116         8580
Clock inverter                        577         5230
Fill cell                           74800       503000
Multi-Input combinational cell       6117        75100
Clock buffer                         1199        25400
Tap cell                            12200        15300
Antenna cell                          136          340
-- stage by stage --
stage / util / cell area (um^2)
finish: 0.455 / 421000
floorplan: - / 370000
detailed placement: 0.422 / 390000
global placement: 0.422 / 390000
CTS: 0.455 / 420000
global route: 0.455 / 420000
-- worst register-to-register path, cell delays in order, from the launching register on --
cell and delay [ns]:
edfxtp_1 0.32, mux4_2 0.24, o22a_1 0.14, o21ai_0 0.27
or4_1 0.71, or4_1 0.56, nor4_2 0.27, buf_4 0.38
-- layer usage --
| layer | wire length, um | track usage |
|---|---|---|
| met3 | 221000 | 0.234 |
| met4 | 40400 | 0.0761 |
| met1 | 315000 | 0.275 |
| met5 | 3620 | 0.0256 |
| met2 | 475000 | 0.347 |
Power figures rest on the tool's default switching activity, not on a simulated workload.
